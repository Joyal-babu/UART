`design/flow/design.v`:
```
`timescale 1ns / 1ps
module uart_transmitter_verilog
    #( parameter data_width = 8 )
    ( input  clock,
      input  resetn,
      input  baud_clk,
      input  [data_width-1:0]data_bus,                                 
      input  start_trig,
      output Tx_out,                                                   
      output one_data_send                                             
    );
reg  Tx_out_reg = 0;
reg  [data_width:0]data_bus_reg;
reg  one_data_send_reg = 0;
reg  baud_clk_d, baud_clk_d1 = 0;
wire baud_clk_rise;
integer bit_count = 0;
parameter st1_idle            = 3'b000;
parameter st2_start_bit       = 3'b001;
parameter st3_data_transfer   = 3'b010;
parameter st4_check_bit_count = 3'b011;
parameter st5_stop_bit        = 3'b100;
parameter st6_done_flag       = 3'b101;
parameter st7_delay1          = 3'b110;
parameter st8_delay2          = 3'b111;
reg [2:0]tx_state = st1_idle;
assign baud_clk_rise = baud_clk_d & (~(baud_clk_d1));
assign one_data_send = one_data_send_reg;
assign Tx_out        = Tx_out_reg;
    always@(posedge(clock))
    begin
        if(resetn)
        begin
            baud_clk_d  <= baud_clk;
            baud_clk_d1 <= baud_clk_d;
        end
        else
        begin
            baud_clk_d  <= 0;
            baud_clk_d1 <= 0;
        end
    end
    always@(posedge(clock))
    begin
        if(resetn == 0)
        begin
            tx_state          <= st1_idle;
            Tx_out_reg        <= 1'b1;                                     
            data_bus_reg      <= {data_width{1'b1}};
            bit_count         <= 0;
            one_data_send_reg <= 1'b0;
        end
        else
        begin
            case(tx_state)
                st1_idle : begin
                    if(start_trig)
                    begin
                        tx_state     <= st2_start_bit;
                        data_bus_reg <= {data_bus, 1'b1};
                    end
                    else
                    begin
                        tx_state          <= st1_idle;
                        Tx_out_reg        <= 1'b1;
                        data_bus_reg      <= {data_width{1'b1}};
                        bit_count         <= 0;
                        one_data_send_reg <= 1'b0;                        
                    end
                end
                st2_start_bit : begin
                    if(baud_clk_rise)
                    begin
                        tx_state   <= st3_data_transfer;
                        Tx_out_reg <= 1'b0;
                    end
                    else
                    begin
                        tx_state   <= st2_start_bit;
                        Tx_out_reg <= 1'b1;
                    end
                end
                st3_data_transfer : begin
                    if(baud_clk_rise)
                    begin
                        data_bus_reg <= {1'b1, data_bus_reg[data_width:1]};
                        Tx_out_reg   <= data_bus_reg[1];
                        bit_count    <= bit_count + 1;
                        tx_state     <= st4_check_bit_count;
                    end
                    else
                    begin
                        Tx_out_reg <= Tx_out_reg;
                        bit_count  <= bit_count;
                        tx_state   <= st3_data_transfer;
                    end
                end
                st4_check_bit_count : begin
                    if(bit_count >= data_width)
                        tx_state <= st5_stop_bit;
                    else
                        tx_state <= st3_data_transfer;
                end
                st5_stop_bit : begin
                    if(baud_clk_rise)
                    begin
                        Tx_out_reg <= 1'b1;
                        bit_count  <= bit_count + 1;
                        tx_state   <= st6_done_flag;
                    end
                    else
                    begin
                        Tx_out_reg <= Tx_out_reg;
                        bit_count  <= bit_count;
                        tx_state   <= st5_stop_bit;
                    end
                end
                st6_done_flag : begin
                    if(baud_clk_rise)
                    begin
                        Tx_out_reg        <= 1'b1;
                        bit_count         <= 0;
                        one_data_send_reg <= 1'b1;
                        tx_state          <= st7_delay1;
                    end
                    else
                    begin
                        Tx_out_reg        <= Tx_out_reg;
                        bit_count         <= bit_count;
                        one_data_send_reg <= 1'b0;
                        tx_state          <= st6_done_flag;
                    end
                end
                st7_delay1 : begin
                    tx_state <= st8_delay2;
                end
                st8_delay2 : begin
                    tx_state <= st1_idle;
                end
            endcase
        end
    end
endmodule
```
`design/flow/run.sh`:
```
#!/bin/bash
# OpenROAD 26Q1-2900-gdf79404cd8, Yosys 0.63+post, stock flow scripts
make -C /OpenROAD-flow-scripts/flow DESIGN_CONFIG=/design/flow/config.mk WORK_HOME=/design/flow/orfs finish
```
`design/flow/config.mk`:
```
export PLATFORM = sky130hd
export DESIGN_NAME = uart_transmitter_verilog
export DESIGN_NICKNAME = uart_transmitter_verilog
export VERILOG_FILES = /design/flow/design.v
export SDC_FILE = /design/flow/constraint.sdc
export NUM_CORES = 4
export LEC_CHECK = 1
export CORE_UTILIZATION = 30
```
`design/flow/constraint.sdc`:
```
current_design uart_transmitter_verilog

set clk_period 3.1
set clk_io_pct 0.2

create_clock -name clk0 -period $clk_period [get_ports {clock}]

set non_clock_inputs [all_inputs -no_clocks]
set_input_delay [expr $clk_period * $clk_io_pct] -clock clk0 $non_clock_inputs
set_output_delay [expr $clk_period * $clk_io_pct] -clock clk0 [all_outputs]
```
==> flow_metrics.py <==
# Synthesis and PnR figures
metrics = {
    "synthesis": {
        "yosysWarnings": 1,
        "postSynthSeqShare": 0.348,
        "top_cells_by_area": "dfxtp_1 (35%), o211ai_1 (6.1%), mux2i_1 (5.6%)",
        "ys_area_um2": 2700,
        "ys_async_sr_fraction": 0,
        "synth.top_cells.by_count": "dfxtp_1 (47), o21ai_0 (26), o211ai_1 (22), a21oi_1 (20), nor2_1 (19)",
        "synthesis.area_um2": 2700,
        "yosysMostFrequentCell": "dfxtp_1",
        "synth_cell_type_count": 44,
        "synth_top_cell_by_area": "dfxtp_1",
        "ys_cells": 330,
        "ff_type": "dfxtp_1",
        "synth-seq-cells": 47,
        "edf_count": 0,
        "synth_top_area_share": 0.348,
        "synthCells": 330,
        "syn_avg_cell_area_um2": 8.18,
    },
    "global_routing": {
        "grt.busiest_layer": "met1",
        "grt_pass1_wl_mm": 10.3,
        "grtUsageTotal": 0.131,
        "met3_usage": 0.0103,
        "met2_usage": 0.202,
        "grt_max_degree": 35,
        "grt-ovfl-total": 0,
        "met1_usage": 0.208,
        "grt_pass1_vias": 2163,
        "antenna_found_initial": 0,
    },
    "layout": {
        "area_growth_pct": 11.6,
        "comb_area_um2": 1600,
        "flop_area_um2": 941,
        "stdcell_area_um2": 3010,
        "largest_reg_flops": 32,
        "nFillCells": 884,
        "drive_gt1_frac": 0.0669,
    },
    "pwr": {
        "leakage_nw": 0.903,
        "p_per_area_nw_per_um2": 484,
        "power_mw": 1.46,
        "vdd_ir_drop_max_v": 0.000254,
    },
    "setup_path": {
        "reg2reg_slack_ps": 750,
        "critPathBufInv": 1,
        "endpoint_kind": "flip-flop",
        "startpoint_type": "flip-flop",
        "path_delay_family": "AND-OR/OR-AND gates",
        "crit_chain": "and4bb_1 -> a211oi_4 -> buf_4 -> nor4_1 -> mux2i_1",
        "cp_max_fo": 20,
        "slowest_stage": "a211oi_4",
        "required_ps": 3280,
        "critPathKind": "reg -> reg",
        "cp.arrival_ps": 2530,
        "max_stage_delay_ps": 720,
    },
    "floorplanning": {
        "dieArea_um2": 9380,
        "die_h_um": 96.9,
        "ioPinCount": 14,
        "row_count": 34,
        "fp_util": 0.310,
        "fp.dieW_um": 96.9,
        "core-area_um2": 8720,
    },
    "flow_run": {
        "tool_warnings": 27,
        "maxCapViolations": 0,
    },
    "detailed_routing": {
        "wl_mm": 6.00,
        "diodes": 0,
        "first_pass_iters": 5,
        "vias_per_cell": 5.58,
        "drc_errors": 0,
        "drt_iter0_drc": 124,
        "avgRoutedWirePerCell_um": 13.7,
        "ant_nets": 0,
        "via_count": 2437,
    },
    "clock_tree": {
        "clk_pin_slew_ps": 90,
        "cts_num_sinks": 47,
        "postCtsHoldBufs": 0,
        "ctsResizeCount": 0,
        "cts_buffer_depth": 2,
        "h-tree-depth": 2,
        "clockRootBuffer": "clkbuf_8",
        "cts_tree": "built",
        "insertion_delay_ps": 300,
        "numCtsBuffers": 5,
        "post_cts_buffers": 0,
    },
    "hold_path": {
        "min_path_type": "reg -> reg",
    },
    "sta": {
        "final_hold_viol_count": 0,
        "clock.fmax_ghz": 0.426,
        "worstMarginPinSlew_ps": 838,
        "fin_crit_ps": 2350,
        "rsz0062_at_grt": "no",
        "finalMaxSlewViolations": 0,
        "max_slew_margin": 0.439,
        "fin_crit_sh": 0.758,
        "setup_viol": 0,
        "setup_tns_ps": 0,
        "skew_ps": 9.53,
    },
    "outcome": {
        "status": "complete, no violations",
    },
    "placed_design": {
        "dpl.hpwl_mm": 3.90,
        "port_buffers": 13,
        "placed_cell_area_um2": 2900,
        "gp_congestion": 0.832,
    },
}
## worst register-to-register path, delay by kind of cell (launching register included)
family          cells  cell delay, ps
mux                 1             140
buf+inv             1             350
flops               1             630
compound gates      1             720
simple gates        2             410
## where the power goes
| group | internal [mW] | total [mW] | switching [mW] |
|---|---|---|---|
| clock | 0.261 | 0.474 | 0.213 |
| sequential | 0.639 | 0.677 | 0.0379 |
| combinational | 0.115 | 0.307 | 0.193 |
## kinds of logic (layout without fill, tap and decap cells)
group                    after synthesis  in the layout  share of synthesized area
AND-OR/OR-AND                         95             95                      0.224
XOR/XNOR                               1              1                    0.00324
adder cells (fa/ha/maj)                2              2                    0.00927
buffers and inverters                 37             36                     0.0621
flip-flops                            47             47                      0.348
multiplexers                          15             15                     0.0556
AND/OR/NAND/NOR                      133            133                      0.297
## worst paths after layout
kind,cells after the start,startpoint,end
setup / recovery,5,tx_state[1],bit_count[23]
hold / removal,2,data_bus_reg[8],data_bus_reg[8]
setup reg to reg,5,tx_state[1],bit_count[23]
hold reg to reg,2,data_bus_reg[8],data_bus_reg[8]
## layout make-up
type                            instances  area share
Multi-Input combinational cell        246       0.529
Clock inverter                          2      0.0116
Tap cell                              108      0.0448
Inverter                                8     0.00996
Clock buffer                            6      0.0274
Timing Repair Buffer                   20      0.0648
Sequential cell                        47       0.312
## through the flow
stage / worst slack (ps) / cells / hold WS [ps] / util
5_1_grt: 546 / 437 / 495 / 0.346
4_1_cts: 789 / 437 / 468 / 0.346
2_1_floorplan: 1230 / 330 / 431 / -
6_report: 751 / 437 / 466 / 0.346
3_5_place_dp: 514 / 429 / 454 / 0.332
3_3_place_gp: 520 / 429 / 444 / 0.332
## layout by cell type (no fill, tap or decap), types with 2 or more instances in the layout
cell type	instances
a211oi_1	3
a21oi_1	19
and2_1	5
and3_1	3
and4_1	9
buf_4	6
clkbuf_8	6
clkdlybuf4s50_1	13
dfxtp_1	47
ha_1	2
inv_1	8
mux2i_1	15
nand2_1	16
nand2b_1	3
nand3_1	11
nand3b_1	8
nand4_1	10
nor2_1	19
nor2b_1	3
nor3_1	5
nor4_1	17
o211ai_1	22
o21ai_0	26
o21ai_1	6
o31ai_1	11
or3_1	6
or4_1	11
## per-layer routing
layer | routed length, um | share of wire
met1 | 3080 | 0.51
met2 | 2740 | 0.46
met3 | 111 | 0.019
met4 | 67 | 0.011
met5 | 0 | 0
Power is estimated from default activity; no workload was simulated.
