===== design/flow/config.mk =====
export PLATFORM = sky130hd
export DESIGN_NAME = uart_receiver_verilog
export DESIGN_NICKNAME = uart_receiver_verilog
export VERILOG_FILES = /design/flow/design.v
export SDC_FILE = /design/flow/constraint.sdc
export NUM_CORES = 4
export LEC_CHECK = 1
export CORE_UTILIZATION = 40

===== design/flow/constraint.sdc =====
current_design uart_receiver_verilog

set clk_period 7.1
set clk_io_pct 0.2

create_clock -name clk0 -period $clk_period [get_ports {clock}]

set non_clock_inputs [all_inputs -no_clocks]
set_input_delay [expr $clk_period * $clk_io_pct] -clock clk0 $non_clock_inputs
set_output_delay [expr $clk_period * $clk_io_pct] -clock clk0 [all_outputs]

===== design/flow/design.v =====
`timescale 1ns / 1ps
module uart_receiver_verilog
    #(parameter data_width = 8)                                                   
    ( input  clock,
      input  resetn,                                                              
      input  baud_clkx8,                                                          
      input  Rx_in,                                                               
      output [(data_width-1):0]data_bus,                                          
      output one_data_recd                                                        
     );
reg baud_clkx8_d  = 0;
reg baud_clkx8_d1 = 0;
reg [(data_width-1):0]data_bus_reg;
reg one_data_recd_reg;
reg [3:0]start_count;
reg [3:0]baud_clkx8_rise_count;
reg [3:0]hold_count;
reg [data_width:0]data_shift_reg;
wire baud_clkx8_rise;
integer bit_count = 0;
parameter st1_idle               = 3'b000;
parameter st2_start_bit_detect   = 3'b001;
parameter st3_start_bit_middle   = 3'b010;
parameter st4_receive_data       = 3'b011;
parameter st5_shift_data         = 3'b100;
parameter st6_bit_count_check    = 3'b101;
parameter st7_load_data          = 3'b110;
parameter st8_one_data_recd_flag = 3'b111;
reg [2:0]rx_state = st1_idle;
assign baud_clkx8_rise = baud_clkx8_d & (~baud_clkx8_d1);                                 
assign data_bus        = data_bus_reg;
assign one_data_recd   = one_data_recd_reg;
    always@(posedge(clock))
    begin
        if(!resetn)
        begin
            baud_clkx8_d  <= 0;
            baud_clkx8_d1 <= 0;
        end
        else
        begin
            baud_clkx8_d  <= baud_clkx8;
            baud_clkx8_d1 <= baud_clkx8_d;
        end
    end
    always@(posedge(clock))
    begin
        if(!resetn)
        begin
            data_shift_reg        <= {(data_width+1){1'b0}};
            data_bus_reg          <= {data_width{1'b0}};
            one_data_recd_reg     <= 1'b0;
            start_count           <= 4'b0000;
            baud_clkx8_rise_count <= 4'b0000;
            hold_count            <= 4'b0000;
            bit_count             <= 0;
            rx_state              <= st1_idle;
        end
        else
        begin
            case(rx_state)
                st1_idle : begin
                    if(!Rx_in)                                                                                  
                    begin
                        rx_state <= st2_start_bit_detect;
                    end
                    else
                    begin
                        data_shift_reg        <= {(data_width+1){1'b0}};     
                        one_data_recd_reg     <= 1'b0;                  
                        start_count           <= 4'b0000;               
                        baud_clkx8_rise_count <= 4'b0000;               
                        hold_count            <= 4'b0000; 
                        bit_count             <= 0;              
                        rx_state              <= st1_idle;                 
                    end
                end   
                st2_start_bit_detect : begin
                    if(baud_clkx8_rise)
                    begin
                        if(Rx_in)
                        begin
                            rx_state <= st1_idle;
                        end
                        else
                        begin
                            baud_clkx8_rise_count <= baud_clkx8_rise_count + 4'b0001;
                            rx_state <= st3_start_bit_middle;
                        end
                    end
                    else
                    begin
                        rx_state <= st2_start_bit_detect;
                    end
                end
                st3_start_bit_middle : begin                                                            
                    if(baud_clkx8_rise_count == 4'b0100)
                    begin
                        baud_clkx8_rise_count <= 4'b0000;
                        rx_state <= st4_receive_data;
                    end
                    else
                    begin
                        rx_state <= st2_start_bit_detect;
                    end
                end
                st4_receive_data : begin                                                                  
                    if(baud_clkx8_rise)
                    begin
                        baud_clkx8_rise_count <= baud_clkx8_rise_count + 4'b0001;
                        rx_state <= st5_shift_data;
                    end
                    else
                    begin
                        rx_state <= st4_receive_data;
                    end
                end 
                st5_shift_data : begin                                                                     
                    if(baud_clkx8_rise_count == 4'b1000)
                    begin
                       data_shift_reg <= {Rx_in, data_shift_reg[data_width:1]};
                       baud_clkx8_rise_count <= 4'b0000;
                       bit_count <= bit_count + 1;
                       rx_state  <= st6_bit_count_check; 
                    end
                    else
                    begin
                        rx_state <= st4_receive_data;
                    end
                end
                st6_bit_count_check : begin                                                         
                    if(bit_count == (data_width + 1))
                    begin
                        bit_count <= 0;
                        rx_state  <= st7_load_data;
                    end
                    else
                    begin
                        rx_state <= st4_receive_data;
                    end
                end
                st7_load_data : begin                                                               
                    if(Rx_in)
                    begin
                        data_bus_reg <= data_shift_reg[(data_width-1):0];
                        one_data_recd_reg <= 1'b1;
                        rx_state <= st8_one_data_recd_flag;
                    end
                    else
                    begin
                        rx_state <= st1_idle;
                    end
                end
                st8_one_data_recd_flag : begin                                                     
                    if(hold_count == 4'b0111)
                    begin
                        hold_count <= 4'b0000;
                        one_data_recd_reg <= 1'b0;
                        rx_state <= st1_idle;
                    end
                    else
                    begin
                        hold_count <= hold_count + 4'b0001;
                        one_data_recd_reg <= 1'b1;
                        rx_state <= st8_one_data_recd_flag;
                    end
                end
            endcase
        end
    end
endmodule

===== design/flow/run.sh =====
#!/bin/bash
# OpenROAD 26Q1-2900-gdf79404cd8, Yosys 0.63+post, stock flow scripts
make -C /OpenROAD-flow-scripts/flow DESIGN_CONFIG=/design/flow/config.mk WORK_HOME=/design/flow/orfs finish

==> results.yml <==
# generated from flow reports
min_path:
  hold_class: "reg -> reg"
final_layout:
  combGateArea_um2: 2010
  fillCellCount: 809
  area_growth_syn_to_layout_pct: 10.7
  lay_top_cells: "nand2_1, dfxtp_1, a21oi_1, nand3_1, nor2_1"
  mostFrequentLayoutCell: "nand2_1"
  drive_gt1_share_pct: 9.77
  seq_area_um2: 1260
  final_cell_area_um2: 3770
  finalNonFillerCells: 535
  largest_reg_flops: 32
clock_network:
  clkTransAtPathRegs_ns: 0.07
  ctsHoldBuffers: 0
  cts_buffer_depth: 2
  cts_root_buffer: "clkbuf_8"
  cts_resized: 0
  cts_max_level: 3
  cts_setup_buffers: 0
  clock-sinks: 63
  cts_buffers: 9
  clock_latency_ns: 0.35
  cts_tree: "yes"
synthesis:
  synthArstFlopShare_pct: 0
  ys_sh_mux_pct: 0.588
  edf_count: 0
  synth_adder_area_share_pct: 1.84
  avgSynthCellArea_um2: 8.09
  yosys_warnings: 1
  topCombFamilyByArea: "simple AND/OR/NAND/NOR gates"
  synth-area-yosys_um2: 3410
  ys_cells: 421
  aoi_share_pct: 23.8
  synth.distinct_cells: 67
  yosysSeqAreaShare_pct: 37.0
  ys.flop_type: "dfxtp_1"
  synthesis.instances: 421
  synth-seq-cells: 63
  xor_share_pct: 0.514
  synth_area_um2: 3410
  simple_gate_area_share_pct: 32.4
final_timing:
  rsz0062_at_grt: "false"
  setup_tns_ns: 0
  slew_violations: 0
  fin_skew_ns: 0.00566
  worst_slew_pin_slew_ns: 0.827
  hold_viol_final: 0
  slew_headroom_pct: 44.6
  report.final.setup_viol: 0
  max_freq_ghz: 0.282
  fin_crit_sh_pct: 50.0
  min_period_ns: 3.55
floorplan:
  die_w_um: 94.3
  num_io_pins: 13
  fp.dieH_um: 94.3
  core_um2: 8220
  fp-row-count: 33
  die_area_um2: 8890
  initial_core_util_pct: 41.5
setup_path:
  start_kind: "primary input"
  arrival_ns: 3.83
  crit_family: "simple AND/OR/NAND/NOR gates"
  r2r_setup_slack_ns: 4.53
  slowest_stage: "clkdlybuf4s50_1"
  cp_max_fo: 21
  path_cells: "clkdlybuf4s50_1 > and4bb_2 > nand2_1 > nor4b_1 > a21oi_1 > a2bb2oi_1"
  critical_path_class: "in -> reg"
  crit_buf_inv: 1
  worstPathRequired_ns: 7.38
  cpPeakStageDelay_ns: 0.94
  end_kind: "register"
power:
  p_total_uw: 703
  pwr-share-comb_pct: 4.5
  sequentialPowerShare_pct: 51.0
  total_leakage_power_nw: 1.33
  power.share.clock_pct: 44.6
  ir_worst_vdd_mv: 0.0946
  powerDensity_nw_per_um2: 186
  switching_share_pct: 25.0
  net-switching-power_uw: 176
  internal-power_uw: 527
global_routing:
  grt_pass1_wl_mm: 14.0
  grtUsageTotal_pct: 20.4
  overflow: 0
  grt_pass1_vias: 2830
  grt_antenna_before_repair: 0
  grt_max_degree: 30
detailed_routing:
  drtPass1Iterations: 4
  drcViolationCount: 0
  antennaDiodeCount: 0
  vias: 3170
  totalWireLength_mm: 8.40
  wl_per_cell_um: 15.7
  ant_nets: 0
  drt-vias-per-instance: 5.93
  drt_iter0_drc: 128
place:
  dp_hpwl_mm: 5.69
  placed_cell_area_um2: 3570
  place_inst: 519
  gp_congestion: 0.919
  io_buffer_count: 12
status:
  run_status: "completed"
flow_run:
  warnings: 27
  drv_cap: 0
## power by group through the flow
stage / clock network [mW] / registers [mW] / logic [mW]
global route: 0.341 / 0.358 / 0.0344
finish: 0.313 / 0.358 / 0.0314
CTS: 0.321 / 0.358 / 0.0311
## cells by family after synthesis
| kind of cell | Yosys count |
|---|---|
| simple gates | 203 |
| compound gates | 118 |
| flops | 63 |
| buf+inv | 28 |
| fa+ha+maj | 5 |
| xor+xnor | 2 |
| mux | 2 |
## tightest hold or removal path: stages (launching register included)
cell,delay (ns)
dfxtp_1,0.31
nand2_1,0.05
a21oi_1,0.05
## path summary, 6_finish.rpt
check	from	endpoint	cells after the start
worst min-delay path	data_bus_reg[4]$_SDFFE_PN0P_	data_bus_reg[4]$_SDFFE_PN0P_	2
worst max-delay path	resetn	bit_count[8]$_SDFFE_PN0P_	6
worst max register to register	rx_state[2]$_SDFF_PN0_	bit_count[25]$_SDFFE_PN0P_	5
worst min register to register	data_bus_reg[4]$_SDFFE_PN0P_	data_bus_reg[4]$_SDFFE_PN0P_	2
## final cells by class
class / instances / share of cell area, %
clock buffer: 9 / 3.29
clock inverter: 7 / 1.96
inverter: 6 / 0.597
timing repair buffer: 15 / 3.78
sequential: 63 / 33.5
multi-input combinational: 330 / 53.4
tap: 105 / 3.48
## cells in the mapped netlist (5+ instances only)
cell / number / area, um^2
nand2_1: 65 / 244
dfxtp_1: 63 / 1260
a21oi_1: 36 / 180
nand3_1: 28 / 140
nor2_1: 24 / 90.1
o21ai_0: 20 / 100
a31oi_1: 15 / 93.8
nor3_1: 15 / 75.1
clkbuf_1: 12 / 45.0
nor4_1: 11 / 68.8
and3_1: 10 / 62.6
nand4_1: 9 / 56.3
a211o_1: 8 / 70.1
and2_1: 6 / 37.5
buf_2: 6 / 30.0
inv_1: 6 / 22.5
nand2b_1: 6 / 37.5
ha_1: 5 / 62.6
## layer usage
metal  global-route usage (%)  up-vias  part of all wire, %
met5                        0        -                    0
met4                     3.21        0                  1.6
met3                     3.29       13                  3.9
met2                     30.9       74                   44
met1                     31.4     1500                   50
li1                         -     1583                    -
## through the flow
step                      worst slack [ns]  utilization, %  hold WS (ns)
after floorplan                       4.20               -         0.422
after detailed placement              3.20            43.5         0.449
after global routing                  3.38            45.9         0.475
after global placement                3.28            43.5         0.446
final                                 3.55            45.9         0.459
after CTS                             3.55            45.9         0.461
Power is estimated from default activity; no workload was simulated.
